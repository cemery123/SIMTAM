File: design/flow/design.v
module top_1
#( parameter param33 = (~&(({((8'h9d) ? (8'hae) : (8'h9d))} >> {((8'hb9) ? (8'hab) : (7'h43))}) != (8'hbd)))
, parameter param34 = (|param33) )
(y, clk, wire4, wire3, wire2, wire1, wire0);
  output wire [(32'h15d):(32'h0)] y;
  input wire [(1'h0):(1'h0)] clk;
  input wire [(3'h5):(1'h0)] wire4;
  input wire signed [(4'hd):(1'h0)] wire3;
  input wire [(2'h2):(1'h0)] wire2;
  input wire [(4'h8):(1'h0)] wire1;
  input wire [(5'h10):(1'h0)] wire0;
  wire [(4'hb):(1'h0)] wire32;
  wire signed [(4'he):(1'h0)] wire31;
  wire [(2'h3):(1'h0)] wire30;
  wire [(2'h3):(1'h0)] wire29;
  wire signed [(4'hb):(1'h0)] wire28;
  wire signed [(5'h13):(1'h0)] wire27;
  wire signed [(4'h9):(1'h0)] wire26;
  wire signed [(2'h3):(1'h0)] wire25;
  wire [(4'hd):(1'h0)] wire24;
  wire signed [(4'hb):(1'h0)] wire23;
  reg signed [(4'ha):(1'h0)] reg22 = (1'h0);
  wire signed [(5'h13):(1'h0)] wire21;
  wire [(3'h7):(1'h0)] wire20;
  reg [(5'h14):(1'h0)] reg19 = (1'h0);
  reg signed [(5'h12):(1'h0)] reg18 = (1'h0);
  reg signed [(4'hf):(1'h0)] reg17 = (1'h0);
  reg signed [(5'h13):(1'h0)] reg16 = (1'h0);
  reg [(5'h12):(1'h0)] reg15 = (1'h0);
  reg [(3'h7):(1'h0)] reg14 = (1'h0);
  reg signed [(2'h3):(1'h0)] reg13 = (1'h0);
  reg [(4'hb):(1'h0)] reg12 = (1'h0);
  reg signed [(4'hc):(1'h0)] reg11 = (1'h0);
  reg [(3'h7):(1'h0)] reg10 = (1'h0);
  reg [(5'h15):(1'h0)] reg9 = (1'h0);
  reg signed [(5'h12):(1'h0)] reg8 = (1'h0);
  reg [(4'hc):(1'h0)] reg7 = (1'h0);
  reg [(4'he):(1'h0)] reg6 = (1'h0);
  reg signed [(5'h14):(1'h0)] reg5 = (1'h0);
  assign y = {wire32,
                 wire31,
                 wire30,
                 wire29,
                 wire28,
                 wire27,
                 wire26,
                 wire25,
                 wire24,
                 wire23,
                 reg22,
                 wire21,
                 wire20,
                 reg19,
                 reg18,
                 reg17,
                 reg16,
                 reg15,
                 reg14,
                 reg13,
                 reg12,
                 reg11,
                 reg10,
                 reg9,
                 reg8,
                 reg7,
                 reg6,
                 reg5,
                 (1'h0)};
  always
    @(posedge clk) begin
      reg5 <= wire2[(2'h2):(1'h1)];
      reg6 <= $unsigned({$signed((&$signed(wire2))), wire0});
      reg7 <= {wire1, wire4[(2'h3):(2'h2)]};
      reg8 <= $unsigned(wire0[(3'h5):(2'h2)]);
      if (((|reg5) ?
          ((^~$unsigned((+(8'ha4)))) ?
              wire0 : $signed(reg8[(4'h9):(2'h3)])) : $unsigned($signed($signed($unsigned(reg7))))))
        begin
          reg9 <= wire1;
          if ($signed((8'haf)))
            begin
              reg10 <= reg6[(4'ha):(3'h6)];
              reg11 <= reg8;
              reg12 <= $unsigned((~|(wire2[(1'h0):(1'h0)] ?
                  (&wire4) : ($signed(wire4) - ((8'hba) ? wire4 : wire1)))));
              reg13 <= $signed((reg5 ?
                  (^$signed({reg10})) : $signed(($unsigned((8'hbe)) << $unsigned(reg12)))));
              reg14 <= ({$signed(($signed((8'ha6)) ?
                          reg11[(2'h3):(1'h1)] : $signed(wire0))),
                      (wire4 > $signed($signed((8'hbd))))} ?
                  ($signed($unsigned(reg7[(3'h6):(2'h2)])) ?
                      $signed({{reg5},
                          reg11[(3'h4):(1'h0)]}) : $signed(($signed((8'ha0)) - reg7))) : $unsigned((~|reg7)));
            end
          else
            begin
              reg10 <= ((^~$unsigned({{(8'hab), reg12},
                      (wire3 ? reg6 : reg7)})) ?
                  (~&({$signed(reg14), (reg6 ? reg5 : reg11)} ?
                      {reg10, (^~(7'h40))} : (wire2[(2'h2):(1'h1)] ?
                          $signed(reg13) : (8'hbd)))) : $signed($unsigned((reg10[(2'h2):(1'h1)] ?
                      reg14[(2'h2):(1'h0)] : {wire1, wire0}))));
              reg11 <= ((((~&{reg7, wire1}) && (+(reg10 <= reg14))) << ((reg9 ?
                      wire1 : ((8'haf) ? reg13 : wire0)) ?
                  $signed((wire0 || wire0)) : (^~$unsigned(wire2)))) | wire1);
            end
          reg15 <= reg12;
        end
      else
        begin
          reg9 <= ($signed((!(~(+reg9)))) >> reg6);
          if ($unsigned(((+$unsigned(((8'hb7) ^ reg10))) ? wire4 : (~reg5))))
            begin
              reg10 <= reg8;
              reg11 <= $unsigned((~^wire4));
            end
          else
            begin
              reg10 <= {$signed(wire4)};
              reg11 <= reg6[(4'h8):(3'h7)];
              reg12 <= $unsigned($signed({$unsigned((~&reg7))}));
              reg13 <= (reg6[(3'h4):(1'h1)] ?
                  (-((wire1[(3'h4):(3'h4)] ?
                      $unsigned(reg14) : (reg7 ?
                          reg6 : reg12)) - reg9[(5'h11):(2'h2)])) : reg13);
            end
          reg14 <= wire2[(1'h1):(1'h1)];
          if ($unsigned(({$unsigned($signed(wire2)),
                  ((~|reg12) ? wire1 : $signed(reg6))} ?
              (~&reg5) : (($unsigned(reg9) <<< (reg9 ? (8'h9d) : reg7)) ?
                  reg6 : (reg13 >> $unsigned(reg11))))))
            begin
              reg15 <= reg11;
              reg16 <= $signed((!(reg10 ^ ((+reg13) < $signed(wire4)))));
              reg17 <= (~^{$signed(reg9[(5'h13):(4'hf)])});
              reg18 <= $unsigned(reg10);
            end
          else
            begin
              reg15 <= $unsigned((reg10[(2'h3):(1'h1)] ?
                  ($unsigned((reg10 && wire4)) ?
                      ((+(8'ha8)) ?
                          wire2[(2'h2):(1'h1)] : wire0[(4'h8):(3'h5)]) : (-$unsigned(reg12))) : (wire3 ?
                      $unsigned({reg9, reg8}) : $unsigned((~(8'hbe))))));
              reg16 <= reg8;
              reg17 <= wire2[(2'h2):(1'h1)];
            end
          reg19 <= $unsigned($unsigned({wire0, wire1[(3'h6):(3'h4)]}));
        end
    end
  assign wire20 = reg9;
  assign wire21 = ($signed(((-(8'hb5)) ?
                      (-(wire0 <= reg18)) : (|{wire4,
                          reg18}))) <<< ($unsigned((wire1 ?
                      (wire0 + reg7) : reg7[(4'ha):(4'h9)])) <= (+$signed(wire1))));
  always
    @(posedge clk) begin
      reg22 <= ((wire0[(3'h6):(3'h5)] & {$unsigned(reg17)}) == {$signed((^(~^(8'ha1))))});
    end
  assign wire23 = (reg18 - {reg15});
  assign wire24 = {$signed((~$unsigned($signed(wire1))))};
  assign wire25 = $unsigned(((({(8'ha0),
                          reg16} && $unsigned((7'h43))) | ($unsigned(reg13) ?
                          {reg8, wire21} : (wire0 < reg12))) ?
                      $signed(((reg12 == (7'h43)) ?
                          $unsigned(reg18) : $signed(reg12))) : reg14[(3'h5):(3'h4)]));
  assign wire26 = $signed((^wire25));
  assign wire27 = ((({(reg11 << wire2), wire2[(2'h2):(1'h1)]} ^~ wire3) ?
                          ($signed($signed(reg5)) * $unsigned(wire2[(1'h0):(1'h0)])) : (~|wire23)) ?
                      (~reg9[(5'h15):(5'h14)]) : (((wire26 >>> $unsigned(wire2)) <<< $unsigned((reg19 ?
                              reg10 : reg16))) ?
                          (((wire0 ? reg19 : reg9) >= $unsigned(reg17)) ?
                              ((-(8'ha8)) != $unsigned(wire24)) : wire1[(4'h8):(4'h8)]) : reg6));
  assign wire28 = {(+reg10[(3'h5):(1'h0)]), (~reg7[(4'hc):(4'ha)])};
  assign wire29 = wire27;
  assign wire30 = reg12[(1'h1):(1'h0)];
  assign wire31 = $unsigned(((^~reg7) ?
                      (({reg7} | $unsigned(reg14)) > $unsigned({reg10})) : (($unsigned(wire23) ?
                          $signed((8'hb9)) : (^~(8'hb2))) <= wire26)));
  assign wire32 = ($signed(($signed((reg14 ? reg19 : reg10)) ~^ reg13)) ?
                      ($unsigned((((8'hab) ~^ wire3) ?
                              $unsigned(reg16) : $signed(reg7))) ?
                          $signed($signed((^~wire21))) : $signed((|(reg12 ?
                              wire1 : reg14)))) : reg18[(4'h9):(4'h8)]);
endmodule
File: design/flow/run.sh
#!/bin/bash
# OpenROAD 26Q1-2900-gdf79404cd8, Yosys 0.63+post, stock flow scripts
make -C /OpenROAD-flow-scripts/flow DESIGN_CONFIG=/design/flow/config.mk WORK_HOME=/design/flow/orfs finish
File: design/flow/config.mk
export PLATFORM = sky130hd
export DESIGN_NAME = top_1
export DESIGN_NICKNAME = top_1
export VERILOG_FILES = /design/flow/design.v
export SDC_FILE = /design/flow/constraint.sdc
export NUM_CORES = 4
export LEC_CHECK = 1
export CORE_AREA = 10 10 206 206
export DIE_AREA = 0 0 216 216
File: design/flow/constraint.sdc
current_design top_1

set clk_period 7.7
set clk_io_pct 0.2

create_clock -name clk0 -period $clk_period [get_ports {clk}]

set non_clock_inputs [all_inputs -no_clocks]
set_input_delay [expr $clk_period * $clk_io_pct] -clock clk0 $non_clock_inputs
set_output_delay [expr $clk_period * $clk_io_pct] -clock clk0 [all_outputs]
==> impl_metrics.py <==
# Synthesis and PnR figures
metrics = {
    "run_status": {
        "status": "complete, no violations",
    },
    "timing": {
        "post-route-period-util_pct": 85.8,
        "fin_ws_ns": 1.09,
        "drv_slew": 0,
        "hold_violations": 0,
        "timing.hold.ws_ns": 0.466,
        "clock_skew_ns": 0.00230,
        "slew_headroom_pct": 41.0,
        "fmax_mhz": 151,
        "fin_setup_tns_ns": 0,
        "worst_pin_slew_ns": 0.885,
        "finalSetupViolCount": 0,
        "post-route-min-period_ns": 6.61,
        "rsz0062_at_grt": "false",
    },
    "cts": {
        "path_clk_slew_ns": 0.04,
        "hold_buffers": 0,
        "clock-sinks": 114,
        "cts-resized-gates": 0,
        "cts_root_buf": "clkbuf_16",
        "post-cts-setup-buffers": 0,
        "clk_latency_ns": 0.35,
        "cts_buffer_depth": 2,
        "cts_tree": "built",
        "h-tree-depth": 4,
        "numCtsBuffers": 17,
    },
    "logic_synthesis": {
        "top_cells_by_area": "dfxtp_1 (20%), buf_4 (20%), edfxtp_1 (15%)",
        "edf_count": 38,
        "postSynth.asyncResetShare_pct": 0,
        "synthFlopType": "dfxtp_1",
        "ys_types": 59,
        "synth.largest_area_cell": "dfxtp_1",
        "synth_cells": 835,
        "ys_seq_share_pct": 35.6,
        "ys_chip_area_sq_um": 7480,
        "yosysTopAreaCellShare_pct": 20.3,
        "syn_area_sq_um": 7480,
        "synth_warnings": 1,
        "ys_cells": 835,
        "syn_area_per_cell_sq_um": 8.96,
        "ys_ff": 114,
    },
    "worst_setup_path": {
        "end_kind": "primary output",
        "worstSetupPathType": "in2out",
        "cp_max_fo": 5,
        "crit_arrival_ns": 5.07,
        "crit_required_ns": 6.16,
        "worstSetupStartpointType": "input port",
        "ff2ff_path_depth": 5,
    },
    "power_and_ir_drop": {
        "p_per_area_nw_per_um2": 165,
        "p_sw_uw": 394,
        "power.internal_mw": 1.33,
        "peakVddDrop_v": 0.000107,
        "power.total_mw": 1.72,
        "power.share.switching_pct": 22.9,
        "p_leak_nw": 4.34,
        "pwr-share-clk_pct": 36.3,
        "comb_power_share_pct": 22.6,
        "p_seq_share_pct": 41.1,
    },
    "drt": {
        "drc_errors": 0,
        "via_count": 6304,
        "avgRoutedWirePerCell_um": 19.4,
        "vias_per_cell": 4.02,
        "drt_iter0_drc": 361,
        "n_antenna_cell": 0,
        "firstDrtPassIters": 5,
        "wl_um": 30500,
        "antenna_left": 0,
    },
    "placement": {
        "dpl_cell_area_sq_um": 9880,
        "portBuffers": 286,
        "dp.cells": 1536,
        "place_ws_ns": 1.11,
        "dp_hpwl_um": 25000,
        "gp_congestion": 0.906,
    },
    "cells_and_area": {
        "syn_to_final_growth_pct": 39.3,
        "final_util_pct": 27.6,
        "most-common-layout-cells": "clkdlybuf4s50_1 (286), conb_1 (114), dfxtp_1 (76)",
        "lay_top_count": "clkdlybuf4s50_1",
        "final_area_sq_um": 10400,
        "fin_cells": 1568,
        "layout-drive-gt1-share_pct": 5.11,
        "fillers": 3930,
    },
    "job": {
        "max-cap-violations": 0,
        "warning_count": 167,
    },
    "die": {
        "io_pins": 400,
        "dieWidth_um": 216,
        "dieArea_sq_um": 46700,
        "die_h_um": 216,
        "core_area_sq_um": 37800,
        "floorplan.core_util_pct": 19.8,
        "core.rowCount": 71,
    },
    "global_routing": {
        "antenna_found_initial": 1,
        "grt_usage_pct": 12.7,
        "grt_max_degree": 31,
        "grt_pass1_wl_um": 43800,
        "grt_pass1_vias": 6465,
        "grt_overflow": 0,
    },
    "worst_hold_path": {
        "hold_path_class": "reg2reg",
        "holdPathStages": 2,
    },
}
## area by class of cell
cell class / count / area [sq um] / area share, %
Tap cell: 511 / 639 / 6.14
Multi-Input combinational cell: 562 / 3440 / 33.0
Inverter: 53 / 199 / 1.91
Sequential cell: 114 / 2660 / 25.6
Clock inverter: 11 / 91.3 / 0.877
Timing Repair Buffer: 296 / 2940 / 28.2
Clock buffer: 21 / 450 / 4.32
## worst max-delay path, cell delays in order
cell             delay (ns)
clkdlybuf4s50_1        0.50
ha_1                   0.27
fa_1                   0.42
a211oi_1               0.23
nor2_1                 0.12
o21a_1                 0.18
nor2_1                 0.10
xor2_1                 0.16
nor2_1                 0.07
ha_1                   0.20
a21o_1                 0.16
o311a_1                0.28
o21ai_0                0.25
a21boi_1               0.12
clkdlybuf4s50_1        0.45
## power groups by stage
stage	Clock (mW)	Sequential, mW	Combinational, mW
4_1_cts	0.737	0.707	0.397
5_1_grt	0.766	0.710	0.437
6_report	0.624	0.707	0.389
## synth_stat cells, drive strengths merged (6+ instances only)
master  number
a211oi       8
a21o         7
a21oi       21
a22o         6
a31oi        7
and2         7
and3         6
buf        206
clkbuf      12
dfxtp       76
edfxtp      38
ha          52
inv         53
mux2i       11
nand2       71
nand2b      10
nand3       12
nand4       15
nor2        53
nor2b        6
nor3        17
nor4        23
o21ai       38
xnor2       16
## final timing paths
path	from	end	slack [ns]
worst min register to register	reg5[1]$_DFF_P_	reg14[6]$_SDFF_PN0_	0.47
worst max register to register	reg6[11]$_DFF_P_	reg18[3]$_DFFE_PP_	4.46
worst min-delay path	reg5[1]$_DFF_P_	reg14[6]$_SDFF_PN0_	0.47
worst max-delay path	wire0[0]	y[239]	1.09
## sequential cells by signal, summed over array words and instances (netlist names)
register and count:
reg11 4, reg16 5, reg14 8, reg12 1, reg22 1, reg6 15
reg5 2, reg13 4, reg10 6, reg15 7, reg18 6, reg7 11
reg17 2, reg9 22, reg19 20
## metal layers
metal	vias to the layer above	global-route usage (%)	wire length (um)	part of all wire, %
met5	-	0	8	0.026
met4	2	1.40	329	1.1
met3	20	4.70	2830	9.3
met2	325	21.1	14600	48
met1	2970	15.9	12700	42
li1	2987	-	-	-
## logic make-up after synthesis
family                     synth area share [%]
AOI/OAI and AO/OA                          10.6
xor gates and xnor gates                   2.46
adders and majority gates                  9.50
buffers and inverters                      24.1
DFF                                        35.6
muxes                                      1.92
other                                     0.100
and+or+nand+nor                            15.7
No activity file was given, so power comes from the tool's default toggle rates.
