==> design.v <==
module top
#( parameter param33 = (~&(({((8'h9d) ? (8'hae) : (8'h9d))} >> {((8'hb9) ? (8'hab) : (7'h43))}) != (8'hbd)))
, parameter param34 = (|param33) )
(y, clk, wire4, wire3, wire2, wire1, wire0);
  output wire [(32'h15d):(32'h0)] y;
  input wire [(1'h0):(1'h0)] clk;
  input wire [(3'h5):(1'h0)] wire4;
  input wire signed [(4'hd):(1'h0)] wire3;
  input wire [(2'h2):(1'h0)] wire2;
  input wire [(4'h8):(1'h0)] wire1;
  input wire [(5'h10):(1'h0)] wire0;
  wire [(4'hb):(1'h0)] wire32;
  wire signed [(4'he):(1'h0)] wire31;
  wire [(2'h3):(1'h0)] wire30;
  wire [(2'h3):(1'h0)] wire29;
  wire signed [(4'hb):(1'h0)] wire28;
  wire signed [(5'h13):(1'h0)] wire27;
  wire signed [(4'h9):(1'h0)] wire26;
  wire signed [(2'h3):(1'h0)] wire25;
  wire [(4'hd):(1'h0)] wire24;
  wire signed [(4'hb):(1'h0)] wire23;
  reg signed [(4'ha):(1'h0)] reg22 = (1'h0);
  wire signed [(5'h13):(1'h0)] wire21;
  wire [(3'h7):(1'h0)] wire20;
  reg [(5'h14):(1'h0)] reg19 = (1'h0);
  reg signed [(5'h12):(1'h0)] reg18 = (1'h0);
  reg signed [(4'hf):(1'h0)] reg17 = (1'h0);
  reg signed [(5'h13):(1'h0)] reg16 = (1'h0);
  reg [(5'h12):(1'h0)] reg15 = (1'h0);
  reg [(3'h7):(1'h0)] reg14 = (1'h0);
  reg signed [(2'h3):(1'h0)] reg13 = (1'h0);
  reg [(4'hb):(1'h0)] reg12 = (1'h0);
  reg signed [(4'hc):(1'h0)] reg11 = (1'h0);
  reg [(3'h7):(1'h0)] reg10 = (1'h0);
  reg [(5'h15):(1'h0)] reg9 = (1'h0);
  reg signed [(5'h12):(1'h0)] reg8 = (1'h0);
  reg [(4'hc):(1'h0)] reg7 = (1'h0);
  reg [(4'he):(1'h0)] reg6 = (1'h0);
  reg signed [(5'h14):(1'h0)] reg5 = (1'h0);
  assign y = {wire32,
                 wire31,
                 wire30,
                 wire29,
                 wire28,
                 wire27,
                 wire26,
                 wire25,
                 wire24,
                 wire23,
                 reg22,
                 wire21,
                 wire20,
                 reg19,
                 reg18,
                 reg17,
                 reg16,
                 reg15,
                 reg14,
                 reg13,
                 reg12,
                 reg11,
                 reg10,
                 reg9,
                 reg8,
                 reg7,
                 reg6,
                 reg5,
                 (1'h0)};
  always
    @(posedge clk) begin
      reg5 <= wire2[(2'h2):(1'h1)];
      reg6 <= $unsigned({$signed((&$signed(wire2))), wire0});
      reg7 <= {wire1, wire4[(2'h3):(2'h2)]};
      reg8 <= $unsigned(wire0[(3'h5):(2'h2)]);
      if (((|reg5) ?
          ((^~$unsigned((+(8'ha4)))) ?
              wire0 : $signed(reg8[(4'h9):(2'h3)])) : $unsigned($signed($signed($unsigned(reg7))))))
        begin
          reg9 <= wire1;
          if ($signed((8'haf)))
            begin
              reg10 <= reg6[(4'ha):(3'h6)];
              reg11 <= reg8;
              reg12 <= $unsigned((~|(wire2[(1'h0):(1'h0)] ?
                  (&wire4) : ($signed(wire4) - ((8'hba) ? wire4 : wire1)))));
              reg13 <= $signed((reg5 ?
                  (^$signed({reg10})) : $signed(($unsigned((8'hbe)) << $unsigned(reg12)))));
              reg14 <= ({$signed(($signed((8'ha6)) ?
                          reg11[(2'h3):(1'h1)] : $signed(wire0))),
                      (wire4 > $signed($signed((8'hbd))))} ?
                  ($signed($unsigned(reg7[(3'h6):(2'h2)])) ?
                      $signed({{reg5},
                          reg11[(3'h4):(1'h0)]}) : $signed(($signed((8'ha0)) - reg7))) : $unsigned((~|reg7)));
            end
          else
            begin
              reg10 <= ((^~$unsigned({{(8'hab), reg12},
                      (wire3 ? reg6 : reg7)})) ?
                  (~&({$signed(reg14), (reg6 ? reg5 : reg11)} ?
                      {reg10, (^~(7'h40))} : (wire2[(2'h2):(1'h1)] ?
                          $signed(reg13) : (8'hbd)))) : $signed($unsigned((reg10[(2'h2):(1'h1)] ?
                      reg14[(2'h2):(1'h0)] : {wire1, wire0}))));
              reg11 <= ((((~&{reg7, wire1}) && (+(reg10 <= reg14))) << ((reg9 ?
                      wire1 : ((8'haf) ? reg13 : wire0)) ?
                  $signed((wire0 || wire0)) : (^~$unsigned(wire2)))) | wire1);
            end
          reg15 <= reg12;
        end
      else
        begin
          reg9 <= ($signed((!(~(+reg9)))) >> reg6);
          if ($unsigned(((+$unsigned(((8'hb7) ^ reg10))) ? wire4 : (~reg5))))
            begin
              reg10 <= reg8;
              reg11 <= $unsigned((~^wire4));
            end
          else
            begin
              reg10 <= {$signed(wire4)};
              reg11 <= reg6[(4'h8):(3'h7)];
              reg12 <= $unsigned($signed({$unsigned((~&reg7))}));
              reg13 <= (reg6[(3'h4):(1'h1)] ?
                  (-((wire1[(3'h4):(3'h4)] ?
                      $unsigned(reg14) : (reg7 ?
                          reg6 : reg12)) - reg9[(5'h11):(2'h2)])) : reg13);
            end
          reg14 <= wire2[(1'h1):(1'h1)];
          if ($unsigned(({$unsigned($signed(wire2)),
                  ((~|reg12) ? wire1 : $signed(reg6))} ?
              (~&reg5) : (($unsigned(reg9) <<< (reg9 ? (8'h9d) : reg7)) ?
                  reg6 : (reg13 >> $unsigned(reg11))))))
            begin
              reg15 <= reg11;
              reg16 <= $signed((!(reg10 ^ ((+reg13) < $signed(wire4)))));
              reg17 <= (~^{$signed(reg9[(5'h13):(4'hf)])});
              reg18 <= $unsigned(reg10);
            end
          else
            begin
              reg15 <= $unsigned((reg10[(2'h3):(1'h1)] ?
                  ($unsigned((reg10 && wire4)) ?
                      ((+(8'ha8)) ?
                          wire2[(2'h2):(1'h1)] : wire0[(4'h8):(3'h5)]) : (-$unsigned(reg12))) : (wire3 ?
                      $unsigned({reg9, reg8}) : $unsigned((~(8'hbe))))));
              reg16 <= reg8;
              reg17 <= wire2[(2'h2):(1'h1)];
            end
          reg19 <= $unsigned($unsigned({wire0, wire1[(3'h6):(3'h4)]}));
        end
    end
  assign wire20 = reg9;
  assign wire21 = ($signed(((-(8'hb5)) ?
                      (-(wire0 <= reg18)) : (|{wire4,
                          reg18}))) <<< ($unsigned((wire1 ?
                      (wire0 + reg7) : reg7[(4'ha):(4'h9)])) <= (+$signed(wire1))));
  always
    @(posedge clk) begin
      reg22 <= ((wire0[(3'h6):(3'h5)] & {$unsigned(reg17)}) == {$signed((^(~^(8'ha1))))});
    end
  assign wire23 = (reg18 - {reg15});
  assign wire24 = {$signed((~$unsigned($signed(wire1))))};
  assign wire25 = $unsigned(((({(8'ha0),
                          reg16} && $unsigned((7'h43))) | ($unsigned(reg13) ?
                          {reg8, wire21} : (wire0 < reg12))) ?
                      $signed(((reg12 == (7'h43)) ?
                          $unsigned(reg18) : $signed(reg12))) : reg14[(3'h5):(3'h4)]));
  assign wire26 = $signed((^wire25));
  assign wire27 = ((({(reg11 << wire2), wire2[(2'h2):(1'h1)]} ^~ wire3) ?
                          ($signed($signed(reg5)) * $unsigned(wire2[(1'h0):(1'h0)])) : (~|wire23)) ?
                      (~reg9[(5'h15):(5'h14)]) : (((wire26 >>> $unsigned(wire2)) <<< $unsigned((reg19 ?
                              reg10 : reg16))) ?
                          (((wire0 ? reg19 : reg9) >= $unsigned(reg17)) ?
                              ((-(8'ha8)) != $unsigned(wire24)) : wire1[(4'h8):(4'h8)]) : reg6));
  assign wire28 = {(+reg10[(3'h5):(1'h0)]), (~reg7[(4'hc):(4'ha)])};
  assign wire29 = wire27;
  assign wire30 = reg12[(1'h1):(1'h0)];
  assign wire31 = $unsigned(((^~reg7) ?
                      (({reg7} | $unsigned(reg14)) > $unsigned({reg10})) : (($unsigned(wire23) ?
                          $signed((8'hb9)) : (^~(8'hb2))) <= wire26)));
  assign wire32 = ($signed(($signed((reg14 ? reg19 : reg10)) ~^ reg13)) ?
                      ($unsigned((((8'hab) ~^ wire3) ?
                              $unsigned(reg16) : $signed(reg7))) ?
                          $signed($signed((^~wire21))) : $signed((|(reg12 ?
                              wire1 : reg14)))) : reg18[(4'h9):(4'h8)]);
endmodule
==> run.sh <==
#!/bin/bash
# OpenROAD 26Q1-2900-gdf79404cd8, Yosys 0.63+post, stock flow scripts
make -C /OpenROAD-flow-scripts/flow DESIGN_CONFIG=/design/flow/config.mk WORK_HOME=/design/flow/orfs finish
==> config.mk <==
export PLATFORM = sky130hd
export DESIGN_NAME = top
export DESIGN_NICKNAME = top
export VERILOG_FILES = /design/flow/design.v
export SDC_FILE = /design/flow/constraint.sdc
export NUM_CORES = 4
export LEC_CHECK = 1
export CORE_AREA = 10 10 206 206
export DIE_AREA = 0 0 216 216
==> constraint.sdc <==
current_design top

set clk_period 7.7
set clk_io_pct 0.2

create_clock -name clk0 -period $clk_period [get_ports {clk}]

set non_clock_inputs [all_inputs -no_clocks]
set_input_delay [expr $clk_period * $clk_io_pct] -clock clk0 $non_clock_inputs
set_output_delay [expr $clk_period * $clk_io_pct] -clock clk0 [all_outputs]
==> Changelog: implementation <==
## Flow update

* Status: finished, final reports clean
* Core area at 0.0378 mm2
* First-pass GRT wire length at 43800 um
* Die Y-Extent at about 220 um
* # Cells Yosys at 835
* Startpoint Class: input pin
* Latency at later pin at 0.35 ns
* Post-route antenna net violation count at 0
* Fin cells at between 1500 and 2000
* Cts hold-fix bufs at 0
* Initial antenna violation count at 1
* DRC errors left at 0
* Hold WC Path Type: flop to flop
* Reg-to-Reg End: reg18[3]
* Worst path required time at 6.16 ns
* Yosys warns at 1
* Fmax at 0.151 GHz
* R2r worst-path depth at 5
* Crit. End Element: output port
* Seq share, synth at 35.6%
* Slew @ Worst Pin at around 0.9 ns
* Max-cap check violation count at 0
* Final max-slew violation count at 0
* CTS root buffer: clkbuf_16
* Mapped Cells at 835
* CTS Buf Count at 17
* Layout cell share with drive strength beyond 1 at 5.11%
* Vias per cell at between 4 and 5
* Setup crit end: y[239]
* Post-CTS setup repair buffer count at 0
* Crit Path Class: input pin to output port
* Unique cell types at 59
* Hold slack at 0.466 ns
* Final setup fails at 0
* Placed Cells at between 1500 and 2000
* OpenROAD warning count at 167
* Ys async rst share at 0%
* Die Footprint at 0.0467 mm2
* GR Overflow Total at 0
* 1st-iter DRT viols at around 360
* Worst vdd ir at 0.107 mV
* Total wire length at 30500 um
* Most frequent logic cell in the layout: clkdlybuf4s50_1
* Initial Util at 19.8%
* PD cells at 165 mW/mm2
* Hold Fails Final Rpt at 0
* Tmin final at 6.61 ns
* Fin util at 27.6%
* Placed instance area at about 0.0099 mm2
* Rows at 71
* DR vias at 6304
* Aggregate global-route resource usage at between 10% and 20%
* Top Ports at 400
* Most frequent cells in the layout: clkdlybuf4s50_1, conb_1, dfxtp_1, nand2_1, inv_1
* Routed length per instance at a little under 20 um
* Period utilization at 85.8%
* Clk sinks at 114
* Gpl congestion at 0.906
* Leakage at 4.34 nW
* Critical path startpoint: wire0[0]
* Flop2flop setup slack at between 4 and 5 ns
* Pre-antenna DRT Iters at 5
* Die Width at approximately 220 um
* Clock Skews at 0.00230 ns
* Yosys chip area at 0.00748 mm2
* Avg Cell Area, Syn at about 9 um2
* # fillers at 3930
* Crit-path max FO at 5
* RSZ-0062 raised after global routing: false
* Setup TNS at 0 ns
* Register clock-pin slew on the reported worst setup and hold paths at 0.04 ns
* Diode count at 0
* Clk buf depth at 2
* Relative slew margins at 41.0%
* Area grow syn2layout at 39.3%
* Worst endpoint data arrival time at 5.07 ns
* Post-DP HPWL at roughly 25000 um
* Design Area, Final at 0.0104 mm2
* Commonest flop: dfxtp_1
* Post_cts resized at 0
* Port-buffer cells at 286
* EDFF count, synth at 38
* Post-Syn Area at 0.00748 mm2
* Vias in the first global route at about 6500
* FF+latch count, synth at 114
* Worst r2r src: reg6[11]
* Largest net degree at the start of global routing at 31
* CTS tree: done
* H-tree depth at 4
-- power by group --
group / internal [mW] / switching (mW) / leakage [nW]
logic: 0.220 / 0.169 / 3.07
registers: 0.662 / 0.0450 / 0.999
clock network: 0.444 / 0.181 / 0.262
total: 1.33 / 0.394 / 4.34
-- layer usage --
metal / part of all wire (%) / GRT usage, %
met4: 1.1 / 1.40
met1: 42 / 15.9
met3: 9.3 / 4.70
met2: 48 / 21.1
met5: 0.026 / 0
-- cells in the mapped netlist, types with 15 or more instances --
cell | n | area, um2
a21oi_1 | 21 | 105
nor3_1 | 17 | 85.1
inv_1 | 53 | 199
ha_1 | 52 | 651
nor2_1 | 53 | 199
nand4_1 | 15 | 93.8
dfxtp_1 | 76 | 1520
xnor2_1 | 16 | 140
nor4_1 | 20 | 125
o21ai_0 | 37 | 185
buf_4 | 197 | 1480
nand2_1 | 71 | 267
edfxtp_1 | 38 | 1140
-- registers in the layout (all words and copies together), names as in the netlist --
register  flops
reg13         4
reg6         15
reg11         4
reg12         1
reg17         2
reg16         5
reg10         6
reg9         22
reg14         8
reg18         6
reg19        20
reg7         11
reg15         7
reg22         1
reg5          2
-- stage by stage --
stage          setup slack [ns]  total power, mW
6_report                   1.09             1.72
5_1_grt                   0.788             1.91
3_5_place_dp               1.11             1.11
2_1_floorplan              2.47            0.914
4_1_cts                    1.07             1.84
3_3_place_gp               1.07             1.11
-- critical path, stage by stage --
cell	delay, ns
clkdlybuf4s50_1	0.50
ha_1	0.27
fa_1	0.42
a211oi_1	0.23
nor2_1	0.12
o21a_1	0.18
nor2_1	0.10
xor2_1	0.16
nor2_1	0.07
ha_1	0.20
a21o_1	0.16
o311a_1	0.28
o21ai_0	0.25
a21boi_1	0.12
clkdlybuf4s50_1	0.45
-- how the worst min path moves through the flow --
stage	startpoint	end	slack, ns	depth (start not counted)
after CTS	reg5[1]	reg14[6]	0.47	2
after global routing	reg5[1]	reg14[6]	0.49	2
final	reg5[1]	reg14[6]	0.47	2
-- cells by family after synthesis --
| group | count (synthesis) | synth area share [%] |
|---|---|---|
| multiplexers | 14 | 1.92 |
| XOR/XNOR | 21 | 2.46 |
| AND/OR/NAND/NOR | 237 | 15.7 |
| buffers and inverters | 271 | 24.1 |
| AND-OR/OR-AND | 121 | 10.6 |
| adder cells (fa/ha/maj) | 55 | 9.50 |
| flip-flops | 114 | 35.6 |
| other | 2 | 0.100 |
-- cell type report --
cell class | instances | area, um2 | area share, %
Multi-Input combinational cell | 562 | 3440 | 33.0
Timing Repair Buffer | 296 | 2940 | 28.2
Sequential cell | 114 | 2660 | 25.6
Tap cell | 511 | 639 | 6.14
Clock buffer | 21 | 450 | 4.32
Inverter | 53 | 199 | 1.91
Clock inverter | 11 | 91.3 | 0.877
Power is estimated from default activity; no workload was simulated.
